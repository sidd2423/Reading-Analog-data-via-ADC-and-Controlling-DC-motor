[run.sh]
#!/bin/bash
# OpenROAD 26Q1-2900-gdf79404cd8, Yosys 0.63+post, stock flow scripts
make -C /OpenROAD-flow-scripts/flow DESIGN_CONFIG=/design/flow/config.mk WORK_HOME=/design/flow/orfs finish
[config.mk]
export PLATFORM = sky130hd
export DESIGN_NAME = SEG7_LUT
export DESIGN_NICKNAME = SEG7_LUT
export VERILOG_FILES = /design/flow/design.v
export SDC_FILE = /design/flow/constraint.sdc
export NUM_CORES = 4
export LEC_CHECK = 1
export CORE_AREA = 10 10 70 70
export DIE_AREA = 0 0 80 80
[constraint.sdc]
current_design SEG7_LUT

set clk_period 1.7
set clk_io_pct 0.2

create_clock -name clk0 -period $clk_period

set non_clock_inputs [all_inputs -no_clocks]
set_input_delay [expr $clk_period * $clk_io_pct] -clock clk0 $non_clock_inputs
set_output_delay [expr $clk_period * $clk_io_pct] -clock clk0 [all_outputs]
[design.v]
module SEG7_LUT(
    input logic [3:0] iDIG,
    output logic [6:0] oSEG
);
always_comb begin
    case(iDIG)
        4'h1: oSEG = 7'b1111001;
        4'h2: oSEG = 7'b0100100; 
        4'h3: oSEG = 7'b0110000;
        4'h4: oSEG = 7'b0011001;
        4'h5: oSEG = 7'b0010010; 
        4'h6: oSEG = 7'b0000010; 
        4'h7: oSEG = 7'b1111000;
        4'h8: oSEG = 7'b0000000; 
        4'h9: oSEG = 7'b0011000; 
        4'ha: oSEG = 7'b0001000;
        4'hb: oSEG = 7'b0000011;
        4'hc: oSEG = 7'b1000110;
        4'hd: oSEG = 7'b0100001;
        4'he: oSEG = 7'b0000110;
        4'hf: oSEG = 7'b0001110;
        4'h0: oSEG = 7'b1000000;
        default: oSEG = 7'b1111111;
    endcase
end
endmodule
==> results_slide.txt <==
Run Summary

Detailed routing
  • Routed wire per std cell: 8.97 um
  • Diodes inserted: 0
  • Drt total wl: a little over 900 um
  • DR vias: between 300 and 400
  • TritonRoute pass-1 iters: 2
  • Via density: 3.09
  • Post-route ant nets: 0
  • DRC Markers: 0
  • Initial DRC Count: 9

Yosys
  • MUX share of area: between 15 and 20%
  • YS warnings: 1
  • Distinct lib cells used: 19
  • Synthesis area per yosys: around 260 um2
  • Adders+Majority by Area: between 20% and 30%
  • Simple share: 21.1%
  • Cells after synthesis: 34
  • # Cells Yosys: 34
  • Cell Area, Synth: 255 um2
  • Syn_area_per_cell: between 7 and 8 um2
  • Synth Area in XOR/XNOR: 0%
  • Comb area leader: adder cells
  • Aoi share: 23.0%
  • Post-synth seq share: 0%

Global route
  • Largest net degree at the start of global routing: 7
  • Total GRT Usage: 2.77%
  • Initial antenna violation count: 0
  • First-pass GRT wire length: 1510 um
  • Vias in the first global route: 328
  • GR Overflow Total: 0

Power
  • Power per cell area: about 220 nW/um2
  • LEAKAGE: 0.288 nW
  • Maximum vdd drop: 0.0000324 V

Final timing
  • RSZ-0062 raised after global routing: false
  • Slew @ Worst Pin: 0.163 ns
  • Fin. Hold Viols: 0
  • Minimum clock period after layout: approximately 1.7 ns
  • Slew headroom: 88.8%
  • Final Setup Violations: 0
  • Max Clock Freq: 605 MHz
  • Count of pins over their slew limit: 0
  • Crit share post-route: a little over nine tenths

Layout
  • Number of clock buffers in the layout: 0
  • Synth-to-Final Area Change: 134%
  • Post-route insts no fill: 103
  • Flip-flops: 0
  • Register Area: 0 um2
  • Final std cell area, no fill: 597 um2
  • Fill cells: 385
  • Proportion of layout cells with a drive suffix above 1: between 50% and 60%

Min path
  • Hold WC Path Type: in -> out

Outcome
  • Status: finished, final reports clean

Floorplanning
  • Core Box Area: roughly 3400 um2
  • Row count: 21
  • I/O Pins: 11
  • Die ar.: 6400 um2
  • Die height: ~80 um
  • Floorplan utilization: under 10%
  • Die W: about 80 um

Place
  • Dpl cells: 99
  • Placed Area: 483 um2
  • HPWL after detailed placement: approximately 710 um
  • GPL Wtd Cong: 0.669
  • Input/output buffers: 11

Run
  • Tool warnings: 38
  • Max-Cap Viols: 0

Worst setup path
  • Worst endpoint data arrival time: 1.31 ns
  • Critical path class: in -> out
  • CP Launch Type: input pin
  • Crit path max fanout: 5
  • Critical Path End Type: output pin
  • WP data required: 1.36 ns

Clock network
  • Cts hold-fix bufs: 0
-- synth_stat cells --
master	count	area share [%]
ha_1	6	29
inv_1	3	4.4
mux2i_1	3	12
nor2_1	3	4.4
o21ai_0	3	5.9
a22o_1	2	6.9
nand2b_1	2	4.9
a21oi_1	1	2.0
a32o_1	1	3.9
buf_6	1	4.4
clkbuf_1	1	1.5
mux2_2	1	4.4
nand2_1	1	1.5
nand3_1	1	2.0
nor2_2	1	2.5
nor2b_1	1	2.5
o21ai_1	1	2.0
o22ai_1	1	2.5
or3b_1	1	3.4
-- per-layer routing --
metal,up-vias,part of all wire (%),GRT usage [%],routed length [um]
met1,148,44,3.43,403
met5,-,0,0,0
li1,167,-,-,-
met3,0,0.22,0,2
met4,0,0,0,0
met2,3,56,5.46,518
-- power by group --
part           leakage (nW)  total [mW]  switching [mW]  internal (mW)
registers                 0           0               0              0
logic                 0.288       0.130          0.0520         0.0784
clock network             0           0               0              0
-- layout make-up --
| type | count | area, um2 | share of cell area, % |
|---|---|---|---|
| Multi-Input combinational cell | 29 | 299 | 50.1 |
| Timing Repair Buffer | 25 | 221 | 37.1 |
| Tap cell | 46 | 57.6 | 9.64 |
| Inverter | 3 | 18.8 | 3.14 |
-- path summary, 6_finish.rpt --
path                  endpoint  cells after the start  startpoint  slack [ns]
worst max-delay path   oSEG[1]                      7     iDIG[0]        0.05
worst min-delay path   oSEG[6]                      4     iDIG[3]        1.18
-- worst max-delay path, cell delays in order --
cell and delay, ns:
buf_6 0.11, inv_4 0.08, ha_4 0.21, nand2b_4 0.07, o21ai_1 0.05, a32o_1 0.21, dlygate4sd2_1 0.24
-- kinds of logic after synthesis --
group	after synthesis
AOI/OAI and AO/OA	9
buffers and inverters	5
muxes	4
adders and majority gates	6
and+or+nand+nor	10
-- metrics by stage --
stage | TNS, ns | power (mW) | hold WS, ns | utilization (%) | setup slack (ns)
after floorplan | 0 | 0.0422 | 0.780 | - | 0.287
after global placement | -4.99 | 0.109 | 1.76 | 14.1 | -0.782
after detailed placement | -4.96 | 0.109 | 1.76 | 14.1 | -0.778
after CTS | -0.329 | 0.128 | 1.25 | 17.1 | -0.122
after global routing | 0 | 0.143 | 1.24 | 17.5 | 0.00500
final | 0 | 0.130 | 1.18 | 17.5 | 0.0479
-- cell usage in the layout (no fill, tap or decap) --
cell type and n:
buf_6 7, nand3_1 1, mux2i_1 3, or3b_1 1, nor2_1 2, ha_1 2, buf_2 2, ha_4 4
nand2_1 1, buf_4 9, nor2b_2 1, a32o_1 1, mux2_2 1, a22o_1 2, o22ai_1 1, o21ai_1 3
dlymetal6s2s_1 2, clkbuf_2 1, inv_4 1, nand2b_4 2, a21oi_1 1, nor2_2 2, o21ai_0 1, dlygate4sd2_1 4
inv_1 1, inv_6 1
-- what timing repair did --
action                                 4_1_cts  5_1_grt
pin swaps                                    5        2
endpoints found under the hold margin        0        0
setup endpoints to repair                    7        5
resized                                     42        9
buffers inserted                             4        0
gates cloned                                 0        0
No activity file was given, so power comes from the tool's default toggle rates.
